==> constraint.sdc <==
current_design Memory_Unit

set clk_period 3.6
set clk_io_pct 0.2

create_clock -name clk0 -period $clk_period [get_ports {clock}]

set non_clock_inputs [all_inputs -no_clocks]
set_input_delay [expr $clk_period * $clk_io_pct] -clock clk0 $non_clock_inputs
set_output_delay [expr $clk_period * $clk_io_pct] -clock clk0 [all_outputs]
==> run.sh <==
#!/bin/bash
# OpenROAD 26Q1-2900-gdf79404cd8, Yosys 0.63+post, stock flow scripts
make -C /OpenROAD-flow-scripts/flow DESIGN_CONFIG=/design/flow/config.mk WORK_HOME=/design/flow/orfs finish
==> config.mk <==
export PLATFORM = sky130hd
export DESIGN_NAME = Memory_Unit
export DESIGN_NICKNAME = Memory_Unit
export VERILOG_FILES = /design/flow/design.v
export SDC_FILE = /design/flow/constraint.sdc
export NUM_CORES = 4
export LEC_CHECK = 1
export CORE_UTILIZATION = 40
==> design.v <==
module Memory_Unit (
    input clock,
    input reset_signal,
    input read_enable,
    input write_enable,
    input [31:0] mem_address,
    input [31:0] data_in,
    output reg [31:0] data_out
);
    reg [31:0] storage_array [0:255];
    always @(posedge clock or posedge reset_signal) begin
        if (reset_signal) begin
            integer index;
            for (index = 0; index < 256; index = index + 1) begin
                storage_array[index] <= 32'h00000000;
            end
        end
        else begin
            if (write_enable) begin
                storage_array[mem_address[7:0]] <= data_in;
            end
            if (read_enable) begin
                data_out <= storage_array[mem_address[7:0]];
            end
        end
    end
endmodule
==> run_results.csv <==
group,metric,value,unit
status,status,"complete, but fails checks",
status,failed_checks,"setup timing",
synthesis,syn_area,362600,um^2
global_routing,grtUsageTotal,34.47,%
run,warnings,73,
synthesis,edf_count,32,
final_timing,finalSetupViolations,11,
synthesis,async_reset_ff_share,99.61,%
final_timing,layout_setup_ws,-137.1,ps
synthesis,flop_cell,"dfrtp_1",
placement,place_inst,39700,
final_timing,hold_viol,0,
final_layout,finalNonFillerCells,41530,
worst_hold_path,holdPathStages,2,
route,wl_per_cell,36.33,um
final_timing,finClkSkew,128.9,ps
floorplan,coreArea,903000,um^2
pwr,leakage,213.5,nW
global_routing,grt_max_degree,122,
setup_path,r2r-end,"data_out[25]$_DFFE_PP_",
clocking,cts_tree,"done",
final_timing,tightest_slew,1314,ps
final_timing,rsz0062_at_grt,"yes",
clocking,clkTransAtPathRegs,60,ps
route,drt-vias-per-instance,6.177,
route,ant_nets,0,
final_timing,min_period,3737,ps
final_timing,slew_headroom,12.29,%
floorplan,die_h,954.1,um
clocking,clock_latency,1290,ps
synthesis,most_common_cell,"dfrtp_1",
final_timing,fmax,267.6,MHz
synthesis,seq_area_frac_synth,56.80,%
setup_path,timing.rr.start,"storage_array[17][25]$_DFFE_PP0P_",
synthesis,synth.avg_cell_area,13.29,um^2
global_routing,antenna_found_initial,150,
final_timing,drv_slew,0,
setup_path,r2r_slack,-30,ps
synthesis,ys_ff,8224,
pwr,p_total,204.4,mW
worst_hold_path,hold_class,"in2reg",
route,dr.pass1.iters,9,
placement,place.gp.congestion,1.039,
worst_hold_path,hp-start,"data_in[30]",
synthesis,synthesis.instances,27280,
setup_path,worst_ep_arrival_time,4710,ps
final_layout,drive_above_1_share,45.00,%
synthesis,yosysTopAreaCellShare,56.54,%
worst_hold_path,min_to,"storage_array[214][30]$_DFFE_PP0P_",
global_routing,grt_pass1_vias,260200,
route,drt_first_iter_violations,20080,
pwr,p_per_area,467.0,nW/um^2
synthesis,yosysTopAreaCell,"dfrtp_1",
clocking,cts_root_buf,"clkbuf_16",
pwr,ir_drop,0.4959,mV
synthesis,yosys_warnings,2,
final_layout,postLayoutCellArea,437700,um^2
run,drv_cap,0,
synthesis,area_leaders,"dfrtp_1 (57%), mux2_2 (24%), a22oi_1 (4.6%)",
final_timing,period_used_share,103.8,%
clocking,htreeDepth,6,
setup_path,cp.required,4580,ps
global_routing,grt_overflow_total,0,
clocking,cts.sink_count,8224,
placement,placement.io_buffers,75,
synthesis,top_cells_by_count,"dfrtp_1 (8,192), mux2_2 (7,883), a22oi_1 (2,229)",
floorplan,fp_util,40.15,%
clocking,cts_made_buffers,872,
clocking,clockBufferDepth,4,
setup_path,start_kind,"primary input",
placement,dp_hpwl,1062000,um
floorplan,num_rows,349,
route,drc,0,
floorplan,io_pins,100,
route,vias,256500,
synthesis,yosys_area,362600,um^2
setup_path,ff2ff_path_depth,9,
floorplan,fp.dieW,954.1,um
floorplan,dieArea,910300,um^2
placement,dpl_cell_area,406500,um^2
synthesis,ys_cells,27280,
setup_path,cp-end-kind,"register",
final_layout,syn_to_final_growth,20.71,%
setup_path,worstPathMaxFanout,29,
final_timing,setup_tns,-571.8,ps
global_routing,grt_pass1_wl,2101000,um
setup_path,worstSetupPathType,"in2reg",
route,wl,1509000,um
final_timing,hold_ws,71.22,ps
synthesis,synth_cell_types,79,
==> report_power, final <==
group	switching (mW)	leakage, nW	internal [mW]
registers	2.33	113	96.9
logic	8.18	85.9	5.09
clock network	39.5	14.4	52.4
total	50.0	214	154
==> flip-flops by register name, summed over array words and instances (netlist names) <==
name and cells:
data_out 32, storage_array 8192
==> placed cells by master (no fill, tap or decap), types with 39 or more instances in the layout <==
cell	instances
dfrtp_1	8192
mux2_2	7883
buf_4	2363
a22oi_1	2229
nand3_1	1520
buf_12	1021
clkbuf_16	879
and3_1	633
nand4_1	545
mux2_1	309
o22ai_1	305
a22o_1	272
a21oi_1	239
clkbuf_8	223
clkbuf_1	220
a32oi_1	212
a2111oi_0	211
diode_2	205
or4_1	165
nand2_2	164
clkinv_2	149
nor4_1	143
nand2_1	124
nor2_1	111
a222oi_1	104
o211ai_1	101
nand3_2	76
nor2_4	51
nor3_1	48
nor2_2	47
o21ai_0	44
clkinv_16	44
nor4_2	42
a31oi_1	41
bufinv_16	41
mux2i_1	39
==> worst max path at each step <==
stage / from / to / slack (ps) / cells after the start
after CTS: mem_address[3] / data_out[27]$_DFFE_PP_ / 1 / 14
after global routing: mem_address[3] / data_out[9]$_DFFE_PP_ / -50 / 16
final: mem_address[0] / data_out[9]$_DFFE_PP_ / -140 / 16
==> layout make-up <==
cell class,instances,area (um^2)
flip-flops and latches,8224,206000
well taps,11930,14930
diodes,205,513.0
clock inverters,269,3702
fillers,76180,465300
clock buffers,1315,25720
inverters,9,37.54
repair buffers,3499,39740
multi-input cells,16070,147100
==> worst max-delay path: stages <==
cell	delay (ps)
buf_8	180
buf_4	210
nor4b_4	70
buf_12	170
buf_12	180
buf_12	250
buf_4	180
nand3_1	90
nand4_1	160
nor4_4	350
buf_12	160
nand4_1	590
buf_12	380
nor4_4	530
buf_4	240
a31oi_1	90
==> metrics by stage <==
stage | util (%) | setup slack [ps]
2_1_floorplan | - | -111500
3_3_place_gp | 45.01 | -2633
3_5_place_dp | 45.02 | -2345
4_1_cts | 48.34 | 1.249
5_1_grt | 48.43 | -47.18
6_report | 48.47 | -137.1
==> metal layers <==
layer  vias up  track usage (%)  part of all wire (%)
met4       106            18.99                   7.2
met3      3156            17.55                    13
met5         -           0.8759                  0.15
met2     10710            47.14                    42
li1     105900                -                     -
met1    136700            45.42                    38
==> cell families after synthesis <==
group                  after synthesis  synth area share [%]
multiplexers                      8231                 25.55
flip-flops                        8224                 56.80
AND-OR/OR-AND                     3971                 8.288
AND/OR/NAND/NOR                   3868                 5.965
buffers and inverters             2979                 3.389
XOR/XNOR                             2              0.004832
==> timing repair <==
item | CTS | global route
endpoints found under the setup margin | 30 | 30
hold endpoints to repair | 63 | 0
pin swaps | 16 | 25
hold buffers | 9 | 0
gates resized | 81 | 65
gates cloned | 0 | 7
buffers inserted | 0 | 25
Power is estimated from default activity; no workload was simulated.

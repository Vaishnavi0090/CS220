File: flow/design.v
module Instruction_Fetch_Unit(
    input clock,
    input reset_n,
    input [31:0] jump_address,
    input branch_condition,
    output [31:0] current_instruction,
    output [31:0] next_instruction_addr
);
    reg [31:0] program_counter;
    reg [31:0] instruction_memory [0:63];  
    wire [31:0] subsequent_pc = branch_condition ? jump_address : (program_counter + 32'd4);
    assign next_instruction_addr = program_counter + 32'd4;
    always @(posedge clock or negedge reset_n) begin
        if (!reset_n) begin
            program_counter <= 32'h00000000;   
        end else begin
            program_counter <= subsequent_pc;   
        end
    end
    assign current_instruction = instruction_memory[program_counter[15:2]];
endmodule
File: flow/run.sh
#!/bin/bash
# OpenROAD 26Q1-2900-gdf79404cd8, Yosys 0.63+post, stock flow scripts
make -C /OpenROAD-flow-scripts/flow DESIGN_CONFIG=/design/flow/config.mk WORK_HOME=/design/flow/orfs finish
File: flow/config.mk
export PLATFORM = sky130hd
export DESIGN_NAME = Instruction_Fetch_Unit
export DESIGN_NICKNAME = Instruction_Fetch_Unit
export VERILOG_FILES = /design/flow/design.v
export SDC_FILE = /design/flow/constraint.sdc
export NUM_CORES = 4
export LEC_CHECK = 1
export CORE_AREA = 10 10 108 108
export DIE_AREA = 0 0 118 118
File: flow/constraint.sdc
current_design Instruction_Fetch_Unit

set clk_period 4.6
set clk_io_pct 0.2

create_clock -name clk0 -period $clk_period [get_ports {clock}]

set non_clock_inputs [all_inputs -no_clocks]
set_input_delay [expr $clk_period * $clk_io_pct] -clock clk0 $non_clock_inputs
set_output_delay [expr $clk_period * $clk_io_pct] -clock clk0 [all_outputs]
==> metrics.sh <==
OUTCOME='finished clean'
CP_MAX_FO=8
GRT_MAX_DEGREE=33
SYNTH_SEQ_SHARE=0.363
POWERDENSITY_nW_PER_UM2=261
FA_HA_AREA_FRAC=0.00568
YOSYS-TOP-CELLS-AREA='sky130_fd_sc_hd__dfrtp_1 36%, sky130_fd_sc_hd__buf_4 12%, sky130_fd_sc_hd__mux2_2 8.2%'
POSTCTSRESIZEDCELLS=0
CORE-AREA_UM2=9280
CRIT_PATH_CELL_TRACE='ha_1 > and3_1 > nand3_1 > o31a_1 > or2_2 > clkdlybuf4s50_1'
MIN_DELAY_PATH_DEPTH=1
DETAIL-ROUTE-ANTENNA-NETS=0
ROUTED_WL_MM=6.19
TIMING_MAX_TRANSITION_VIOLATIONS_FINAL=0
DRT_INITIAL_VIOLATIONS=73
END_KIND='primary output'
POSTCTSSETUPBUFFERS=0
TOP_AREA_CELL='sky130_fd_sc_hd__dfrtp_1'
GRT-OVFL-TOTAL=0
PLACE.GP.CONGESTION=0.783
R2R.WORST_PATH.CELLS=5
GLOBAL_ROUTE_MET3_USAGE=0.0316
WORST_SETUP_HOLD_PATH_CLK_SLEW_NS=0.06
FILLERS=978
TIMING_HOLD_VIOLATIONS_FINAL=0
TIMING.CRITICAL_PATH.BUF_INV=1
FMAXACHIEVABLE_MHz=287
YS_AREA_UM2=2200
MUX_AREA_FRAC=0.0818
NUMCTSBUFFERS=5
INITIAL_UTILIZATION=0.237
DIE_AREA_UM2=13900
ROWS=35
CP.DEPTH=6
INSERTEDDIODECOUNT=0
FINALCLOCKPERIODUSAGE=0.758
POWER.COMBINATIONAL.FRACTION=0.278
WORST_CLOCK_SKEW_NS=0.00787
REMAINING_DRC_ERRORS=0
DR_TOTAL_VIAS=1816
CRIT_ARRIVAL_NS=2.57
DETAIL_ROUTE.FIRST_PASS.ITERATIONS=4
SYNTH_FLOPS=32
DIE_OUTLINE_HEIGHT_UM=118
NETLIST_INSTANCES=232
PARITY_GATE_SHARE_OF_THE_SYNTHESIZED_AREA_COUNTING_XOR_AND_XNOR_CELLS=0.0676
DIE_SPAN_X_UM=118
SWITCHING_POWER_uW=211
SYNTHFLOPTYPE='sky130_fd_sc_hd__dfrtp_1'
CELL_AT_THE_SLOWEST_STAGE_OF_THE_CRITICAL_PATH='sky130_fd_sc_hd__dfrtp_1'
SYNTH.LOGIC.TOP_FAMILY='simple AND/OR/NAND/NOR gates'
WORST_PATH_LARGEST_CELL_DELAY_NS=0.43
TIMING_WORST_SLEW_PIN_VALUE_NS=0.576
CTS.SINK_COUNT=32
MAXCAPVIOLCOUNT=0
PATH_DELAY_FAMILY='simple AND/OR/NAND/NOR gates'
WORSTSETUPPATHTYPE='reg -> out'
WORST_EP_REQUIRED_TIME_NS=3.68
RSZ_0062_RAISED_AFTER_GLOBAL_ROUTING='false'
ASYNC_RESET_FF_FRAC=1.00
WORSTSETUPSTARTPOINTTYPE='flip-flop'
SYNTHDISTINCTLIBCELLS=37
LOG.WARNING_COUNT=25
LARGEST_REGISTER_FFS=32
MAX_TRANSITION_MARGIN=0.612
VIAS_PER_CELL=4.27
NETLIST_AREA_UM2=2200
GRT_USAGE=0.0864
MAX_FLOP_REGISTER='program_counter'
GRT.MET1_USAGE=0.125
SETUP_VIOL=0
CTS_HOLD_BUFFERS=0
WORST-R2R-SETUP-SLACK_NS=2.58
PORT-BUFFER-COUNT=66
YS_WARN_COUNT=1
YOSYSCELLCOUNT=232
WIRE_LENGTH_OF_THE_FIRST_GLOBAL_ROUTING_PASS_MM=10.1
CTS-ROOT-TO-SINK-BUFFERS=2
H-TREE-DEPTH=2
INTERNAL-POWER_uW=554
P_SEQ_FRAC=0.460
SIMPLE_GATE_AREA_FRAC=0.229
DP_HPWL_MM=4.89
TOP_USAGE_LAYER='met2'
SETUP_SLACK_NS=1.11
SYNTH-EDFF-COUNT=0
CTS_ROOT_BUF='sky130_fd_sc_hd__clkbuf_8'
TOP_REGS='program_counter: 32 flops'
CTS_TREE='built'
FINAL_UTIL=0.316
DPL_WORST_SLACK_NS=1.40
TOTALNEGATIVESETUPSLACK_NS=0
BOUNDARYPINS=99
POST_ROUTE_CELLS_DRIVE_ABOVE_1_SHARE=0.125
DOMINANT_CELL_BY_COUNT_IN_THE_SYNTHESIZED_NETLIST='sky130_fd_sc_hd__buf_4'
TIMING.FINAL.CRIT_PERIOD_NS=3.49
CLK_LATENCY_NS=0.28
P_LEAK_nW=1.12
HOLD_PATH.CLASS='reg -> reg'
WIRE_PER_INST_UM=14.6
AREAGROWTHSYNTHTOFINISH_PCT=33.2
PWR-SHARE-CLK=0.262
POST_SYNTH_MOST_FREQUENT_CELLS='34 x sky130_fd_sc_hd__buf_4, 32 x sky130_fd_sc_hd__dfrtp_1, 21 x sky130_fd_sc_hd__nand2_1'
VDD.IR_DROP.WORST_uV=149
YOSYS.AREA_SHARE.AOI=0.105
ANTENNA_FOUND_INITIAL=0
AREA_SHARE_OF_THE_LARGEST_CELL_TYPE_AFTER_SYNTHESIS=0.363
VIA_COUNT_OF_THE_FIRST_GLOBAL_ROUTING_PASS=1904
GLOBALROUTEMET2UTIL=0.126
POSTSYNTHAREAPERCELL_UM2=9.50
SWITCHING_FRACTION_OF_TOTAL_POWER=0.276
[kinds of logic after synthesis]
group,after synthesis
AND/OR/NAND/NOR,88
buffers and inverters,47
XOR/XNOR,17
multiplexers,16
other,1
adder cells (fa/ha/maj),1
flip-flops,32
AND-OR/OR-AND,30
[final timing paths]
check / startpoint / endpoint
min reg2reg: program_counter[1] / program_counter[1]
max in group asynchronous: reset_n / program_counter[13]
min: program_counter[1] / program_counter[1]
max reg2reg: program_counter[2] / program_counter[20]
min in group asynchronous: reset_n / program_counter[21]
max: program_counter[2] / next_instruction_addr[30]
[worst reg2reg max path, cell delays in order, from the launching register on]
cell	delay [ns]
sky130_fd_sc_hd__dfrtp_1	0.43
sky130_fd_sc_hd__ha_1	0.23
sky130_fd_sc_hd__and3_1	0.28
sky130_fd_sc_hd__nand3_1	0.28
sky130_fd_sc_hd__or2_2	0.39
sky130_fd_sc_hd__a221o_1	0.29
[layout by cell type, fill, tap and decap left out, types with 2 or more instances in the layout]
master and instances:
sky130_fd_sc_hd__clkdlybuf4s50_1 66, sky130_fd_sc_hd__conb_1 32, sky130_fd_sc_hd__dfrtp_1 32, sky130_fd_sc_hd__nand2_1 21, sky130_fd_sc_hd__mux2_2 16, sky130_fd_sc_hd__xnor2_1 13, sky130_fd_sc_hd__nand3_1 11, sky130_fd_sc_hd__nand4_1 11
sky130_fd_sc_hd__nor2_1 8, sky130_fd_sc_hd__o31ai_1 7, sky130_fd_sc_hd__or2_2 7, sky130_fd_sc_hd__a31oi_1 7, sky130_fd_sc_hd__or4_1 6, sky130_fd_sc_hd__o31a_1 6, sky130_fd_sc_hd__nor3_1 5, sky130_fd_sc_hd__clkbuf_8 5
sky130_fd_sc_hd__and4_1 4, sky130_fd_sc_hd__nor4_1 4, sky130_fd_sc_hd__inv_1 4, sky130_fd_sc_hd__xor2_1 4, sky130_fd_sc_hd__nand2b_1 4, sky130_fd_sc_hd__o211ai_1 3, sky130_fd_sc_hd__buf_4 3, sky130_fd_sc_hd__and4_2 2
sky130_fd_sc_hd__o21a_1 2, sky130_fd_sc_hd__a221o_1 2
[metrics by stage]
stage	hold slack (ns)	area [µm²]	total power, mW	cells
after detailed placement	0.502	2860	0.573	418
final	0.515	2940	0.765	425
after CTS	0.522	2940	0.780	425
after global placement	0.498	2860	0.573	418
after floorplan	0.482	2320	0.455	263
after global routing	0.552	2940	0.816	425
[per-layer routing]
layer,wire (µm),up-vias
li1,-,902
met1,3070,840
met2,2640,72
met3,465,2
met4,16,0
met5,0,-
[power by group through the flow]
stage	combinational, mW	sequential (mW)	clock (mW)
after CTS	0.220	0.351	0.210
after global routing	0.240	0.358	0.219
final	0.213	0.352	0.200
[layout make-up]
cell class,count,area [µm²],share of cell area
Timing Repair Buffer,69,683,0.233
Clock inverter,1,5.00,0.00171
Clock buffer,6,72.6,0.0247
Inverter,4,15.0,0.00512
Multi-Input combinational cell,184,1200,0.408
Sequential cell,32,801,0.273
Tap cell,129,161,0.0550
No activity file was given, so power comes from the tool's default toggle rates.

**design.v**
```verilog
module Register_File_Unit(
    input clock,
    input reset_signal,
    input [4:0] int_read_addr1,
    input [4:0] int_read_addr2,
    output reg [31:0] int_read_data1,
    output reg [31:0] int_read_data2,
    input [4:0] int_write_addr,
    input [31:0] int_write_data,
    input int_write_enable,
    input [4:0] fp_read_addr1,
    input [4:0] fp_read_addr2,
    output reg [31:0] fp_read_data1,
    output reg [31:0] fp_read_data2,
    input [4:0] fp_write_addr,
    input [31:0] fp_write_data,
    input fp_write_enable,
    input gpr_to_fpr_en,     
    input fpr_to_gpr_en,     
    input [4:0] move_reg_num   
);
    reg [31:0] integer_registers [0:31];   
    reg [31:0] float_registers [0:31];     
    always @(*) begin
        int_read_data1 = (int_read_addr1 == 0) ? 32'b0 : integer_registers[int_read_addr1];
        int_read_data2 = (int_read_addr2 == 0) ? 32'b0 : integer_registers[int_read_addr2];
    end
    always @(*) begin
        fp_read_data1 = float_registers[fp_read_addr1];
        fp_read_data2 = float_registers[fp_read_addr2];
    end
    always @(posedge clock or posedge reset_signal) begin
        if (reset_signal) begin
            integer i;
            for (i = 0; i < 32; i = i + 1) begin
                integer_registers[i] <= 32'b0;
            end
            integer_registers[29] <= 32'h80000000;   
            integer_registers[28] <= 32'h10008000;   
            integer_registers[30] <= 32'h00000000;   
        end
        else begin
            if (int_write_enable && int_write_addr != 0) begin
                integer_registers[int_write_addr] <= int_write_data;
            end
            if (fpr_to_gpr_en && move_reg_num != 0) begin
                integer_registers[move_reg_num] <= float_registers[fp_read_addr1];
            end
        end
    end
    always @(posedge clock or posedge reset_signal) begin
        if (reset_signal) begin
            integer j;
            for (j = 0; j < 32; j = j + 1) begin
                float_registers[j] <= 32'b0;
            end
        end
        else begin
            if (fp_write_enable) begin
                float_registers[fp_write_addr] <= fp_write_data;
            end
            if (gpr_to_fpr_en) begin
                float_registers[move_reg_num] <= integer_registers[int_read_addr1];
            end
        end
    end
endmodule
```
**run.sh**
```bash
#!/bin/bash
# OpenROAD 26Q1-2900-gdf79404cd8, Yosys 0.63+post, stock flow scripts
make -C /OpenROAD-flow-scripts/flow DESIGN_CONFIG=/design/flow/config.mk WORK_HOME=/design/flow/orfs finish
```
**constraint.sdc**
```tcl
current_design Register_File_Unit

set clk_period 20.6
set clk_io_pct 0.2

create_clock -name clk0 -period $clk_period [get_ports {clock}]

set non_clock_inputs [all_inputs -no_clocks]
set_input_delay [expr $clk_period * $clk_io_pct] -clock clk0 $non_clock_inputs
set_output_delay [expr $clk_period * $clk_io_pct] -clock clk0 [all_outputs]
```
**config.mk**
```make
export PLATFORM = sky130hd
export DESIGN_NAME = Register_File_Unit
export DESIGN_NICKNAME = Register_File_Unit
export VERILOG_FILES = /design/flow/design.v
export SDC_FILE = /design/flow/constraint.sdc
export NUM_CORES = 4
export LEC_CHECK = 1
export CORE_UTILIZATION = 40
```
==> GITHUB_STEP_SUMMARY <==
## Implementation flow summary

| Metric | Value |
|---|---|
| Hold EP | `integer_registers[0][5]` |
| Clock transition at the registers of the reported paths | `approximately 0.060 ns` |
| Slowest stage delay, CP | `roughly 1.0 ns` |
| Top cell area share | `0.414` |
| Max Freq | `75.2 MHz` |
| WL per Instance | `about 50 um` |
| Filler cells | `29,057` |
| Cts repair resizes | `0` |
| Hold Crit Start | `integer_registers[0][5]` |
| Crit path DAT | `9.18 ns` |
| Largest net degree at the start of global routing | `around 110` |
| Synth warn | `3` |
| Hold Vio Cnt, Final | `0` |
| Ys cells | `13,593` |
| Crit-path cells | `buf_2 > buf_4 > or2_1 > nor2_4 > buf_4 > a22oi_1 > nand4_1 > nor4_4 > buf_4 > nor2_2 > clkdlybuf4s50_1` |
| Crit path max fanout | `26` |
| RSZ-0062 raised after global routing | `no` |
| DP Cell Count | `~17,000` |
| Synth Seq Share | `0.415` |
| Worst Hold Class | `reg2reg` |
| Asr flop ratio synth | `1.00` |
| TritonCTS clock tree | `done` |
| Final WL | `between 800,000 and 900,000 um` |
| CP Launch Type | `primary input` |
| CP Class | `in2out` |
| Share of layout cells above drive strength 1 | `0.163` |
| Cells on worst reg2reg path | `8` |
| Die ar. | `~0.31 mm2` |
| Grt total ovfl | `0` |
| Post-route clock period utilization | `0.645` |
| Leading area contributor after synthesis | `dfrtp_1` |
| Inserted Clock Buffers | `approximately 240` |
| Vias post-DR | `around 130k` |
| Total track usage | `0.580` |
| Initial antenna violation count | `~87` |
| Total negative setup slack | `0 ns` |
| Worst Setup End Kind | `output pin` |
| Worst slew pin tran | `1.33 ns` |
| Final setup vio count | `0` |
| Number of slew-limit violations in the final report | `0` |
| TritonRoute pass-1 iters | `10` |
| First-pass GRT wire length | `between 1,000,000 and 1,500,000 um` |
| Row cnt | `slightly above 200` |
| Slew headroom | `0.109` |
| CTS max path bufs | `4` |
| Leakage Power | `about 0.06 uW` |
| Ys flop type | `dfrtp_1` |
| Synthesis area per yosys | `between 0.1 and 0.15 mm2` |
| Status | `finished clean` |
| Die height | `558 um` |
| Buffers on Ports | `232` |
| Hold buffer count at cts | `0` |
| DP Wirelength | `approximately 580,000 um` |
| Tool Warnings | `33` |
| Starting DRT DRC Count | `between 15,000 and 20,000` |
| Crit path max-delay cell type | `nor4_4` |
| Minimum clock period | `about 13 ns` |
| Reg2reg end | `float_registers[4][2]` |
| Area growth, synth to finish | `14.0%` |
| Synth top area cells | `dfrtp_1 (41%), a22oi_1 (6.0%), mux2_2 (5.8%), mux2i_1 (5.2%), a211oi_1 (4.8%)` |
| DRC violations left | `0` |
| Setup slack, reg-to-reg | `17.28 ns` |
| Power Density | `~110 mW/mm2` |
| Latency at later pin | `around 1.0 ns` |
| GPL Wtd Cong | `approximately 1.1` |
| DR vias/cell | `7.44` |
| I/O pin cnt | `~230` |
| Synthesized instance count | `13,593` |
| Fp_density | `0.403` |
| Setup Fix Bufs, Post-CTS | `0` |
| Synth Cell Area | `0.124 mm2` |
| Final hold slack | `0.378 ns` |
| Antenna Nets Post-Route | `0` |
| Die W | `approximately 560 um` |
| Number of H-tree levels | `4` |
| Hold path depth | `0` |
| Clk sinks | `around 2,000` |
| RR Startpoint | `integer_registers[12][2]` |
| Finished Layout Cells | `approximately 18,000` |
| Clock skew | `roughly 0.076 ns` |
| Max-cap violations | `0` |
| Peak VDD IR | `around 0.000084 V` |
| Yosys reg bits | `slightly above 2,000` |
| EDFF count, synth | `0` |
| Synth cell types | `just over 90` |
| Most used cell, CP | `buf_4` |
| Required time of the worst setup path | `between 15 and 20 ns` |
| Core area | `~0.31 mm2` |
| Mean Syn Cell Area | `a little over 9 um2` |
| Clk root buf | `clkbuf_16` |
| Number of global-route vias before repair | `between 100k and 150k` |
[layer usage]
metal / vias to the layer above / GRT usage / wire length (um)
li1: 50163 / - / -
met1: 64248 / 0.670 / 293000
met2: 11946 / 0.758 / 347000
met3: 4792 / 0.326 / 133000
met4: 46 / 0.528 / 106000
met5: - / 0.00633 / 443
[Yosys cell counts (all sizes together), types with 16 or more instances]
master	instances
nand3b	28
a222oi	40
a211oi	787
dfrtp	2045
buf	359
o21a	229
and4	28
a21oi	1070
o22ai	189
o32a	27
nand4	227
mux2	643
nor3	85
nand3	202
a31oi	20
o21ai	887
nand2	1286
nor4	33
nor2	432
and3	337
a221oi	242
nor2b	799
or4	16
mux2i	648
inv	46
o32ai	20
nand2b	30
a2111oi	94
a21o	63
a22o	244
a22oi	995
nand4b	17
clkbuf	1253
[through the flow]
step,instance area [um2],util,power [uW],worst slack [ns]
after floorplan,124000,-,8600,-11.95
after global placement,132000,0.432,10800,7.69
after detailed placement,132000,0.432,10800,7.67
after CTS,141000,0.459,15300,7.67
after global routing,141000,0.459,16000,7.48
final,141000,0.460,15600,7.30
[placed cells by master, fill, tap and decap left out, types with 242 or more instances in the layout]
cell       count
mux2_2       642
nor2b_1      792
buf_4        744
a22oi_1      995
a211oi_1     787
nand2_1     1233
a21oi_1     1069
a22o_1       244
and3_1       327
o21ai_0      845
clkbuf_16    246
dfrtp_1     2045
mux2i_1      632
a221oi_1     242
nor2_1       251
[state kept, by name, indices dropped and copies added (netlist names)]
name and count:
float_registers 1024, integer_registers 1024
[critical path, delay by kind of cell]
family                 cells  cell delay [ns]
and+or+nand+nor            5             2.39
buffers and inverters      5             2.20
AOI/OAI and AO/OA          1             0.29
[area by class of cell]
class / count / area, um2 / share of cell area
antenna: 119 / 298 / 0.00211
clock buffer: 354 / 7030 / 0.0499
clock inverter: 90 / 1140 / 0.00807
inverter: 48 / 184 / 0.00131
multi-input combinational: 9885 / 67900 / 0.482
sequential: 2048 / 51300 / 0.364
tap: 4100 / 5130 / 0.0364
timing repair buffer: 978 / 7950 / 0.0564
[worst max-delay path by stage]
stage | slack, ns | endpoint | depth (start not counted) | startpoint
finish | 7.30 | fp_read_data1[14] | 11 | fp_read_addr1[1]
global route | 7.48 | fp_read_data1[14] | 11 | fp_read_addr1[1]
CTS | 7.67 | fp_read_data1[14] | 11 | fp_read_addr1[1]
[cell families after synthesis]
logic type | count (synthesis) | share of synthesized area
and+or+nand+nor | 3617 | 0.150
muxes | 1291 | 0.111
AOI/OAI and AO/OA | 4977 | 0.269
DFF | 2048 | 0.415
buffers and inverters | 1660 | 0.0547
[where the power goes]
part           switching [uW]  internal, uW
Sequential               1660          5190
Clock                    1970          2620
Combinational            2440          1730
Total                    6070          9540
No activity file was given, so power comes from the tool's default toggle rates.
